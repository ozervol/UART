===== flow/config.mk =====
export PLATFORM = sky130hd
export DESIGN_NAME = together
export DESIGN_NICKNAME = together
export VERILOG_FILES = /design/flow/design.v
export SDC_FILE = /design/flow/constraint.sdc
export NUM_CORES = 4
export LEC_CHECK = 1
export CORE_UTILIZATION = 50

===== flow/constraint.sdc =====
current_design together

set clk_period 2.5
set clk_io_pct 0.2

create_clock -name clk0 -period $clk_period [get_ports {clk}]
create_clock -name clk1 -period $clk_period [get_ports {come}]

set non_clock_inputs [all_inputs -no_clocks]
set_input_delay [expr $clk_period * $clk_io_pct] -clock clk0 $non_clock_inputs
set_output_delay [expr $clk_period * $clk_io_pct] -clock clk0 [all_outputs]

===== flow/design.v =====
module together
(
  input clk,
  input rst,
  input equal,
  input [3:0]in,
  input come,
  output reg order,
  output reg[3:0]out
);
  parameter N=6;  
  parameter M=4;
  parameter T=2**M;
  reg [3:0]ram[T-1:0];  
  reg [T-1:0]read_ptr,write_ptr;
  integer K;
always @( posedge come or negedge rst)
  begin
    if (!rst)
	   begin
		  write_ptr<=0;
		  for (K=0;K<N+1;K=K+1)
		     begin 
			    ram[K]=15;
			  end
		end
	 else
	   begin
		  ram[write_ptr]=in;
        write_ptr=(write_ptr==N)?0:write_ptr+1;
		end
  end
always @(posedge clk  or negedge rst)
  begin
    if (!rst)
	   begin
		  read_ptr<=0;
		  out<=15;
		end
	 else if (equal==1)
	   begin
		  out=ram[read_ptr];
        read_ptr=(read_ptr==N)?0:read_ptr+1;
		end
	 else 
	   begin
		  out<=out;
		  read_ptr<=read_ptr;
	   end
	end
always @	(clk)
	begin 
	  if (clk==1&&equal==1)
	    order<=1;
	  else if (clk==0&&equal==1)
	    order=0;
	  else if (equal==0)
	    order<=0;	 
	end
endmodule

===== flow/run.sh =====
#!/bin/bash
# OpenROAD 26Q1-2900-gdf79404cd8, Yosys 0.63+post, stock flow scripts
make -C /OpenROAD-flow-scripts/flow DESIGN_CONFIG=/design/flow/config.mk WORK_HOME=/design/flow/orfs finish

==> results.cfg <==
; flow metrics
[layout]
lay_top_count = edfxtp_1
layout-drive-gt1-share = 0.265
comb_area_sq_um = 1990
final_util = 0.589
syn2layout_area_growth_pct = 13.4
final_area_sq_um = 5490
fillers = 791
regArea_sq_um = 2740
most-common-layout-cells = edfxtp_1, dfstp_2, dfrtp_1

[critical_path]
rr_worst_depth = 6
worstPathRequired_ns = 2.00
critPathKind = clock port to primary output
start_kind = clock port
crit_path_end_kind = primary output
cp_max_fo = 2
crit_arrival_ns = 1.91

[synth]
syn_area_per_cell_sq_um = 11.9
yosys_register_bits = 101
ff_type = edfxtp_1
topCellsByArea = edfxtp_1, dfstp_2, dfrtp_1, mux2_2, xnor2_1
syn_area_sq_um = 4840
yosys_cells = 408
ys_types = 60
ys_warn_count = 2
syn-instance-count = 408
ys_area_sq_um = 4840
top_area_cell = edfxtp_1
top_area_frac = 0.223
synthArstFlopShare = 0.634
synth-edff-count = 36

[routing]
firstDrtPassIters = 4
diodes = 0
detail-route-antenna-nets = 0
routedWlPerCell_um = 18.4
drt-vias-per-instance = 5.73
drcViolationCount = 0
vias = 3293
totalWireLength_um = 10600
dr.first_iter.drc_count = 211

[floorplan]
fp.coreArea_sq_um = 9330
die_area_sq_um = 10100
die_w_um = 100
ioPinCount = 13
die_height_um = 100
rows = 35
fp_util = 0.519

[grt]
grt_pass1_wl_um = 17500
grt-ovfl-total = 0
grt_start_max_net_pins = 55
first_global_vias = 3383
use_met2 = 0.366
gr-usage-met1 = 0.380
antenna_found_initial = 0
globalRouteTotalUtil = 0.245
busiest_layer = met1
grt_util_met3 = 0.0850

[timing]
setup_violations = 0
hold_viol_final = 0
untimed_endpoints = 1
clock_skew_ns = 0.00858
drv_slew = 0
rsz0062_at_grt = no
unclocked_regs = 1
worst_pin_slew_ns = 0.755
relSlewSlack = 0.490

[place]
dpl_cell_area_sq_um = 5240
gp_congestion = 0.944
io_buffers = 11
place_hpwl_um = 7530

[run]
maxCapViolations = 0
warning_count = 36

[worst_hold_path]
hold_path_class = primary input to asynchronous set/reset pin

[clock_tree]
cts_setup_buffers = 0
cts_tree = yes
hold_buffers = 0
clk_pin_slew_ns = 0.09

[power]
vdd_drop_max_uv = 384
cellPowerDensity_nw_per_um2 = 750
leakagePower_uw = 0.00213

[status]
run_status = finished, final reports clean
## layout make-up
type | instances | share of cell area
clock buffer | 16 | 0.0364
sequential | 101 | 0.498
timing repair buffer | 38 | 0.0585
clock inverter | 6 | 0.00820
tap | 129 | 0.0294
inverter | 10 | 0.00683
multi-input combinational | 275 | 0.362
## worst max-delay path, cell delays in order
cell and delay (ns):
clkbuf_8 0.10, and2_4 0.12, dlxtn_1 0.21, dlygate4sd2_1 0.22
## Yosys cell counts, types with 7 or more instances
cell / instances
xnor2_1: 20
a22oi_1: 9
ha_1: 11
nor2_1: 21
nand3_1: 11
edfxtp_1: 36
mux2_2: 28
dfrtp_1: 32
nor4_1: 7
nand4_1: 11
or3_1: 8
o22ai_1: 7
a21oi_1: 23
nand2_1: 27
clkbuf_1: 17
o21ai_0: 8
dfstp_2: 32
inv_1: 10
## cell families (layout without fill, tap and decap cells)
group,count (synthesis),after routing,synth area share
xor gates and xnor gates,25,25,0.0452
other,1,1,0.000774
buffers and inverters,32,70,0.0256
adders and majority gates,11,11,0.0284
latches,1,1,0.00310
DFF,100,100,0.562
muxes,35,35,0.0798
AOI/OAI and AO/OA,84,84,0.123
and+or+nand+nor,119,119,0.132
## sequential cells by signal, summed over array words and instances, names as in the netlist
register   flops
ram           64
read_ptr      16
write_ptr     16
out            4
order          1
## power by group
group          internal (uW)  leakage, uW  total, uW  switching, uW
Clock                    555     0.000121       1140            590
Combinational            439     0.000908        999            560
Sequential              1840      0.00110       1980            137
Total                   2840      0.00213       4120           1290
## per-stage QoR
stage	power [uW]	std cells	TNS, ns	worst slack (ns)	hold WS (ns)
detailed placement	3010	553	-0.232	-0.232	0.466
global route	4350	575	0	0.00351	0.352
global placement	3010	553	-0.227	-0.227	0.462
floorplan	2580	408	0	0.253	0.204
CTS	4160	575	0	0.0861	0.334
finish	4120	575	0	0.0925	0.327
## path summary, 6_finish.rpt
check | startpoint | endpoint | slack (ns)
max in group asynchronous | rst | write_ptr[6] | 1.46
worst max-delay path | clk | order | 0.09
worst min-delay path | rst | ram[4][1] | 0.33
min in group clk0 | read_ptr[11] | read_ptr[11] | 0.50
min in group clk1 | write_ptr[15] | write_ptr[15] | 0.48
max in group clk1 | write_ptr[1] | ram[1][1] | 0.15
worst max register to register | write_ptr[1] | ram[1][1] | 0.15
worst min register to register | write_ptr[15] | write_ptr[15] | 0.48
## timing repair
item,in CTS,in global routing
gates resized,4,2
endpoints found under the setup margin,1,6
hold endpoints to repair,0,0
## metal layers
layer	part of all wire	routed length, um
met3	0.072	757
met2	0.46	4860
met5	0	0
met4	0.0068	72
met1	0.46	4880
Power and IR drop assume default switching activity.
