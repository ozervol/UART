## ./design.v

```verilog
module deal
(
  input clk,
  input rst,
  input [3:0]data_a,
  input come,
  input [3:0]data_b,
  input [1:0]cs,
  input equal,
  output reg order,
  output reg[3:0]q3,
  output reg[3:0]q2,
  output reg[3:0]q1,
  output reg[3:0]q0
);
  reg [3:0]r_a;
  reg [3:0]r_b;
  reg [1:0]r_cs;
  reg [4:0]result;
  reg a;
always @(posedge clk or negedge rst)
  begin
    if(!rst)
	    begin
		   r_a<=0; r_b<=0; r_cs<=0;
		 end
	 else begin
		 	  {order,a}<={a,equal};
		 if (!come)
			begin
			  r_a<=0;
			  r_b<=0;
			  r_cs<=0;
			end
		 else if(!equal)
		   begin
			  r_a<=data_a;
			  if (cs!=0)
              begin 
				     r_b<=data_b;
					  r_cs<=cs;
				  end
			  else r_b<=0;
			end
		else
		   begin			
           case(r_cs)
	        1: begin 
	             result<=r_a+r_b;
		        end
	        2: begin
	             result<=r_a-r_b;
				  end
	        default:
	          begin
		         result<=result;
		       end
	       endcase
	     end
	  end
  end
always @(*)  begin
    q3<=r_a;
    q2<=r_b;
  if (!equal) 
    begin
      q1<=0;
      q0<=0;
	 end
  else 
    case(r_cs)
	 1:begin
	     q1<=result/10;
		  q0<=result%10;
		end
	 2:begin
	     if(result[4]==1)
		     begin q1<=14;q0<=14;end
		  else
	        begin 
	          q1<=result/10;
		       q0<=result%10;
           end	
      end
    endcase
end	 
endmodule	
```

## ./run.sh

```bash
#!/bin/bash
# OpenROAD 26Q1-2900-gdf79404cd8, Yosys 0.63+post, stock flow scripts
make -C /OpenROAD-flow-scripts/flow DESIGN_CONFIG=/design/flow/config.mk WORK_HOME=/design/flow/orfs finish
```

## ./config.mk

```make
export PLATFORM = sky130hd
export DESIGN_NAME = deal
export DESIGN_NICKNAME = deal
export VERILOG_FILES = /design/flow/design.v
export SDC_FILE = /design/flow/constraint.sdc
export NUM_CORES = 4
export LEC_CHECK = 1
export CORE_AREA = 10 10 97 97
export DIE_AREA = 0 0 107 107
```

## ./constraint.sdc

```tcl
current_design deal

set clk_period 3.5
set clk_io_pct 0.2

create_clock -name clk0 -period $clk_period [get_ports {clk}]

set non_clock_inputs [all_inputs -no_clocks]
set_input_delay [expr $clk_period * $clk_io_pct] -clock clk0 $non_clock_inputs
set_output_delay [expr $clk_period * $clk_io_pct] -clock clk0 [all_outputs]
```

==> results.toml <==
# flow metrics
[status]
status = "completed"

[power_and_ir_drop]
power.density_nw_per_um2 = 296
power_leakage_nw = 0.677
p_total_mw = 0.503
ir_worst_vdd_v = 0.000162

[route]
dr.first_iter.drc_count = 29
avgViaCountPerCell = 3.88
drc = 0
antenna_cells = 0
drt-pass1-iter-count = 4
ant_nets = 0
drt_wl_total_um = 2720
dr_total_vias = 985
post_drt_wl_per_cell_um = 10.7

[timing]
layout_setup_ws_ns = 1.40
skew_ns = 0.00365
rsz0062_at_grt = "no"
finalMaxSlewViolations = 0
untimed_endpoints = 15
max_slew.worst_pin.slew_ns = 0.554
tns_ns = 0
max_freq_mhz = 476
unclocked_regs = 7
layout_min_cycle_time_ns = 2.10
period_used_share = 0.601
setup_violations = 0
finalHoldViolCount = 0
worst_slew_margin_rel = 0.629
whs_ns = 0.425

[job]
maxCapViolations = 0
warning_count = 25

[synth]
flop_cell = "dfrtp_1"
yosys_warnings = 1
synth.distinct_cells = 39
syn_avg_cell_area_um2 = 9.91
syn_inst = 128
synthArstFlopShare = 0.417
ys_cells = 128
yosys_area_um2 = 1270
synth_area_um2 = 1270
edf_count = 7
synth_flops = 24

[cells_and_area]
seq_area_um2 = 566
comb_area_um2 = 616
final_area_um2 = 1700
num-fill-cells = 814
syn_to_final_growth_pct = 33.7
final_cell_mix = "30 x clkdlybuf4s50_1, 10 x inv_1, 10 x nor2b_1, 10 x dfrtp_1"
final_common_cell = "clkdlybuf4s50_1"
layout-drive-gt1-share = 0.0516

[critical_path]
startpoint_type = "register"
path_buffers = 1
worst-setup-path-type = "reg2reg"
cpMaxStageDelayCell = "fa_1"
critical-path-top-delay-family = "adder cells"
endpoint_kind = "register"
crit_path_cell_trace = "inv_1 > ha_1 > mux2i_1 > fa_1 > a21o_1 > a21oi_1 > xor2_1"
worst_ep_arrival_time_ns = 2.10
path_max_fanout = 9
critPathRequiredTime_ns = 3.50
max_stage_delay_ns = 0.45

[die]
rows = 31
die_width_um = 107
die_height_um = 107
io_pins = 31
dieArea_um2 = 11400
core_area_um2 = 7290
fp-utilization = 0.174

[cts]
htreeDepth = 1
hold_buffers = 0
clk_pin_slew_ns = 0.07
clk_latency_ns = 0.25
clock_path_buffers = 2
cts_setup_buffers = 0
ctsRootBufferMaster = "clkbuf_8"
cts_inserted_buffers = 3
cts_tree = "built"
cts_resized = 0

[worst_hold_path]
worstHoldPathType = "reg2reg"

[placement]
io_buffers = 30
dp_hpwl_um = 2140
globalplace.congestion = 0.825
dpl_worst_slack_ns = 1.19
place_area_um2 = 1650

[global_route]
grt_pass1_wl_um = 4890
grt_remaining_overflow = 0
antenna_found_initial = 0
grt_pass1_vias = 1011
grt.total_usage = 0.0506
grt_max_degree = 23
through the flow:
step,cells,utilization
6_report,254,0.233
5_1_grt,254,0.233
4_1_cts,254,0.233
3_5_place_dp,250,0.226
3_3_place_gp,250,0.226
2_1_floorplan,128,-
registers in the layout, indices dropped and copies added, names as in the netlist:
register / cells
r_b: 4
result: 5
order: 1
q1: 3
q0: 4
r_a: 4
r_cs: 2
a: 1
worst paths after layout:
kind	startpoint	depth (start not counted)	slack, ns	endpoint
min in group asynchronous	rst	1	0.81	r_b[2]
max in group asynchronous	rst	1	2.33	r_b[3]
min	a	0	0.43	order
min reg2reg	a	0	0.43	order
max reg2reg	r_cs[0]	7	1.40	result[4]
max	r_cs[0]	7	1.40	result[4]
per-layer routing:
layer | wire (um) | global-route usage
met5 | 0 | 0
met4 | 12 | 0.00580
met3 | 234 | 0.0188
met2 | 1040 | 0.0720
met1 | 1440 | 0.0736
report_power, final:
| group | switching, mW | internal (mW) | total [mW] |
|---|---|---|---|
| sequential | 0.0113 | 0.231 | 0.242 |
| combinational | 0.0496 | 0.0663 | 0.116 |
| clock | 0.0653 | 0.0789 | 0.144 |
final cells by class:
class	instances	share of cell area
sequential	24	0.333
inverter	10	0.0221
timing repair buffer	31	0.181
clock inverter	1	0.00295
multi-input combinational	86	0.363
tap	99	0.0730
clock buffer	3	0.0243
Yosys cell counts, types with 2 or more instances:
cell,instances,area share
a21o_1,4,0.024
a21oi_1,9,0.036
a22oi_1,2,0.012
buf_2,4,0.016
buf_4,2,0.012
dfrtp_1,10,0.20
dlxtn_1,7,0.083
edfxtp_1,7,0.17
ha_1,7,0.069
inv_1,10,0.030
mux2i_1,5,0.039
nand2_1,7,0.021
nand3b_1,2,0.012
nor2_1,9,0.027
nor2b_1,10,0.049
nor3b_1,4,0.024
o21ai_0,4,0.016
xnor2_1,3,0.021
xor2_1,2,0.014
kinds of logic (layout without fill, tap and decap cells):
| family | after synthesis | count (layout) | synth area share |
|---|---|---|---|
| DFF | 17 | 17 | 0.363 |
| xor gates and xnor gates | 5 | 5 | 0.0345 |
| AOI/OAI and AO/OA | 28 | 28 | 0.144 |
| latches | 7 | 7 | 0.0828 |
| adders and majority gates | 8 | 8 | 0.0848 |
| buffers and inverters | 18 | 45 | 0.0690 |
| muxes | 5 | 5 | 0.0394 |
| and+or+nand+nor | 40 | 40 | 0.182 |
