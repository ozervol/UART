$ cat flow/design.v
module Keyboard
(
	input clk,
	input rst,
	input [3:0]V,
   input [3:0]H,
	output reg [3:0]num,
	output reg signal
);	
	reg [15:0]count=0;    
	reg [4:0]p;
always @(posedge clk or negedge rst)
	begin
	if(!rst)
   	begin
		count=0;
		p=0;
		signal=0;
		end
   else
	   begin
		if(V!=4'b0000)
   		begin
			count=0;
			p=(V[3]*0+V[2]*4+V[1]*8+V[0]*12)+(H[3]*1+H[2]*2+H[1]*3+H[0]*4); 
			end
		else
	      begin
			if(count==20)   
		      begin
				p=0;
			   signal=0;
				end
			else
	   		begin
			   count=count+1;
				end
			end
		case(p)
			1: begin   num=1; signal=1;   end
			2: begin   num=2; signal=1;   end
			3: begin   num=3; signal=1;   end
			4: begin   num=4; signal=1;   end
			5: begin   num=5; signal=1;   end
			6: begin   num=6; signal=1;   end
			7: begin   num=7; signal=1;   end
			8: begin   num=8; signal=1;   end
			9: begin   num=9; signal=1;   end
			10:begin   num=0; signal=1;   end
			11:begin   num=10;signal=1;   end
			12:begin   num=11;signal=1;   end
			15:begin   num=12;signal=1;   end
			16:begin   num=13;signal=1;   end
	      default: 
			   begin   num=0; signal=0;   end			
		   endcase
		end
   end
endmodule
$ cat flow/run.sh
#!/bin/bash
# OpenROAD 26Q1-2900-gdf79404cd8, Yosys 0.63+post, stock flow scripts
make -C /OpenROAD-flow-scripts/flow DESIGN_CONFIG=/design/flow/config.mk WORK_HOME=/design/flow/orfs finish
$ cat flow/config.mk
export PLATFORM = sky130hd
export DESIGN_NAME = Keyboard
export DESIGN_NICKNAME = Keyboard
export VERILOG_FILES = /design/flow/design.v
export SDC_FILE = /design/flow/constraint.sdc
export NUM_CORES = 4
export LEC_CHECK = 1
export CORE_AREA = 10 10 108 108
export DIE_AREA = 0 0 118 118
$ cat flow/constraint.sdc
current_design Keyboard

set clk_period 4.1
set clk_io_pct 0.2

create_clock -name clk0 -period $clk_period [get_ports {clk}]

set non_clock_inputs [all_inputs -no_clocks]
set_input_delay [expr $clk_period * $clk_io_pct] -clock clk0 $non_clock_inputs
set_output_delay [expr $clk_period * $clk_io_pct] -clock clk0 [all_outputs]
==> run_results.csv <==
group,metric,value,unit
timing,finalHoldViolCount,0,
synthesis,top_area_cell,"dfrtp_1",
die,core-area,9284,µm²
routing,drc,0,
clock_network,clock-sinks,26,
timing,clock_skew,0.006789,ns
global_route,grt_overflow,0,
die,rows,35,
routing,diodes,0,
worst_setup_path,arrival,3.55,ns
worst_setup_path,r2r-end,"num[3]$_DFFE_PP_",
clock_network,cts_setup_buffers,0,
placed_design,hpwl,2521,µm
cells_and_area,design_area,2034,µm²
global_route,grt_max_degree,17,
clock_network,clk-insertion-delay-late,0.27,ns
placed_design,dp_cells,306,
pwr,power_density,321.1,nW/µm²
synthesis,flop_cell,"dfrtp_1",
routing,first_pass_iters,4,
synthesis,syn_inst,164,
global_route,grt_pass1_wl,5837,µm
timing,worst_slack,0.6704,ns
run,maxCapViolations,0,
synthesis,netlist_top_cells_count,"22 x dfrtp_1, 15 x nand2_1, 15 x nor2_1",
timing,max_clock_freq,291.6,MHz
synthesis,ys_cells,164,
clock_network,cts_tree,"built",
timing,fin_crit_sh,83.65,%
synthesis,synth_area,1662,µm²
worst_setup_path,endpoint,"num[1]$_SDFFCE_PP0P_",
cells_and_area,final_layout_size_suffix_gt1_share,9.945,%
timing,tightest_slew,0.7208,ns
die,dieArea,13920,µm²
clock_network,cts_hold_buf,0,
timing,hold_slack,0.5698,ns
worst_setup_path,crit_required,4.22,ns
synthesis,avgSynthCellArea,10.13,µm²
routing,via_count,1197,
die,die_height,118,µm
clock_network,cts_root_buffer,"clkbuf_8",
die,die_w,118,µm
clock_network,cts_resized,0,
timing,finalSetupViolations,0,
hold_path,worstHoldPathCells,2,
clock_network,htree_levels,1,
timing,period_needed,3.430,ns
synthesis,yosysChipArea,1662,µm²
run,warnings,31,
clock_network,cts_max_path_buffers,2,
routing,post_drt_via_cell_ratio,3.861,
cells_and_area,stdcell_count,310,
die,ios,15,
status,outcome,"completed",
synthesis,synth.distinct_cells,41,
global_route,grt_pass1_vias,1217,
pwr,p_leak,0.7908,nW
placed_design,post-place-ws,0.3554,ns
timing,rsz0062_at_grt,"no",
routing,drt-wirelength-per-cell,10.46,µm
timing,slew_headroom,51.80,%
die,fp_util,17.90,%
hold_path,hold_path.class,"flip-flop to flip-flop",
synthesis,ys.flops,26,
pwr,ir_worst_vdd,0.1628,mV
synthesis,postSynthSeqShare,40.36,%
placed_design,portBuffers,14,
placed_design,place_area,1968,µm²
routing,finalWirelength,3242,µm
worst_setup_path,r2r_slack,1.54,ns
routing,final_antenna_net_count,0,
worst_setup_path,timing.rr.start,"count[0]$_DFFE_PN0P_",
synthesis,ys_warn_count,1,
placed_design,routabilityCongestion,0.8132,
cells_and_area,nFillCells,1021,
synthesis,synth_dominant_cell_count,"dfrtp_1",
synthesis,netlist.area_leader.share,33.13,%
synthesis,synthTopCellsByArea,"dfrtp_1 33%, ha_1 9.8%, edfxtp_1 7.2%",
worst_setup_path,path_class,"input pin to flip-flop",
timing,setup_tns,0,ns
global_route,grt_usage,4.737,%
routing,drt_iter0_drc,54,
global_route,antenna_found_initial,0,
cells_and_area,syn_to_final_growth,22.44,%
worst_setup_path,crit_fanout,6,
worst_setup_path,worstSetupStartpointType,"input pin",
timing,final_max_slew_viol_count,0,
worst_setup_path,end_kind,"flip-flop",
synthesis,async_flop_share,84.62,%
synthesis,edf_count,4,
worst_setup_path,r2r_cells,10,
clock_network,clk_pin_slew,0.10,ns
worst_setup_path,startpoint,"V[0]",
clock_network,numCtsBuffers,3,
[registers in the layout (all words and copies together) (netlist names)]
register,count
count,16
signal,1
p,5
num,4
[report_power, final]
group,leakage [nW],switching (mW),internal (mW)
Combinational,0.421,0.0813,0.0832
Clock,0.0339,0.0837,0.106
Sequential,0.336,0.0104,0.289
[how the worst min path moves through the flow]
stage	slack, ns	endpoint	start
after CTS	0.57	count[1]$_DFFE_PN0P_	count[1]$_DFFE_PN0P_
after global routing	0.62	count[1]$_DFFE_PN0P_	count[1]$_DFFE_PN0P_
final	0.57	count[1]$_DFFE_PN0P_	count[1]$_DFFE_PN0P_
[cells in the final DEF, fill, tap and decap left out, types with 3 or more instances in the layout]
master,n
fa_1,3
xor2_1,4
buf_4,3
nor3b_1,4
clkbuf_8,3
a21oi_1,6
and2_1,3
inv_1,14
edfxtp_1,4
and4_1,3
o21ai_0,5
ha_1,13
nor2_1,15
nand2_1,15
xnor2_1,9
dfrtp_1,22
or3_1,3
nand3_1,7
nand4_1,4
clkdlybuf4s50_1,14
[logic make-up (layout without fill, tap and decap cells)]
group | count (synthesis) | count (layout) | synth area share, %
and+or+nand+nor | 66 | 66 | 23.57
DFF | 26 | 26 | 40.36
AOI/OAI and AO/OA | 22 | 22 | 10.09
buffers and inverters | 20 | 37 | 4.819
adders and majority gates | 16 | 16 | 13.40
xor gates and xnor gates | 13 | 13 | 6.852
muxes | 1 | 1 | 0.9033
[critical path, cell delays in order]
cell             delay, ns
clkdlybuf4s50_1       0.43
ha_1                  0.28
inv_1                 0.05
fa_1                  0.45
inv_1                 0.07
ha_1                  0.13
inv_1                 0.04
fa_1                  0.37
xnor2_1               0.16
nor2_1                0.08
a31oi_4               0.22
inv_2                 0.09
a211o_1               0.22
a31oi_1               0.14
[final cells by class]
class                           count  area (µm²)  share of cell area (%)
Clock buffer                        4       66.31                   3.260
Multi-Input combinational cell    118       910.9                   44.77
Timing Repair Buffer               17       162.7                   7.995
Inverter                           16       62.56                   3.075
Sequential cell                    26       670.6                   32.96
Tap cell                          129       161.4                   7.934
[metal layers]
layer  wire, µm  part of all wire, %  track usage, %
met1       1713                   53           7.186
met2       1424                   44           7.238
met3         62                  1.9          0.3889
met4         42                  1.3          0.8501
met5          0                    0               0
[per-stage QoR]
| stage | power, mW | util, % |
|---|---|---|
| after detailed placement | 0.4695 | 21.20 |
| after global placement | 0.4727 | 21.20 |
| final | 0.6533 | 21.91 |
| after floorplan | 0.4038 | - |
| after global routing | 0.6944 | 21.91 |
| after CTS | 0.6626 | 21.91 |
Power is estimated from default activity; no workload was simulated.
